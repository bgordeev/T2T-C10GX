--- ./run.sh ---
#!/bin/bash
# OpenROAD 26Q1-2900-gdf79404cd8, Yosys 0.63+post, stock flow scripts
make -C /OpenROAD-flow-scripts/flow DESIGN_CONFIG=/design/flow/config.mk WORK_HOME=/design/flow/orfs finish
--- ./config.mk ---
export PLATFORM = sky130hd
export DESIGN_NAME = timestamp_counter
export DESIGN_NICKNAME = timestamp_counter
export VERILOG_FILES = /design/flow/design.v
export SDC_FILE = /design/flow/constraint.sdc
export NUM_CORES = 4
export LEC_CHECK = 1
export CORE_UTILIZATION = 50
--- ./constraint.sdc ---
current_design timestamp_counter

set clk_period 38.9
set clk_io_pct 0.2

create_clock -name clk0 -period $clk_period [get_ports {clk}]

set non_clock_inputs [all_inputs -no_clocks]
set_input_delay [expr $clk_period * $clk_io_pct] -clock clk0 $non_clock_inputs
set_output_delay [expr $clk_period * $clk_io_pct] -clock clk0 [all_outputs]
--- ./design.v ---
module timestamp_counter #(
    parameter int unsigned COUNTER_WIDTH = 64,
    parameter int unsigned HIST_BINS     = 256,
    parameter int unsigned HIST_WIDTH    = 32,
    parameter int unsigned BIN_SHIFT     = 2     
) (
    input  logic                        clk,
    input  logic                        rst_n,
    output logic [COUNTER_WIDTH-1:0]    timestamp,
    input  logic [COUNTER_WIDTH-1:0]    latency_start,
    input  logic [COUNTER_WIDTH-1:0]    latency_end,
    input  logic                        latency_valid,
    input  logic [7:0]                  hist_addr,
    input  logic                        hist_rd,
    output logic [HIST_WIDTH-1:0]       hist_data,
    input  logic                        cfg_enable,
    input  logic                        cfg_hist_clear,
    output logic [31:0]                 stat_samples,
    output logic [31:0]                 stat_overflow,
    output logic [COUNTER_WIDTH-1:0]   stat_min_latency,
    output logic [COUNTER_WIDTH-1:0]   stat_max_latency,
    output logic [COUNTER_WIDTH-1:0]   stat_sum_latency   
);
    localparam int unsigned BIN_ADDR_WIDTH = $clog2(HIST_BINS);
    localparam int unsigned MAX_BIN_LATENCY = HIST_BINS << BIN_SHIFT;
    logic [HIST_WIDTH-1:0] hist_mem [HIST_BINS];
    logic [COUNTER_WIDTH-1:0] latency_delta;
    logic [BIN_ADDR_WIDTH-1:0] bin_idx;
    logic                      bin_valid;
    logic                      bin_overflow;
    logic                      sample_valid_d1;
    logic [BIN_ADDR_WIDTH-1:0] bin_idx_d1;
    logic                      overflow_d1;
    logic [COUNTER_WIDTH-1:0]  latency_d1;
    always_ff @(posedge clk or negedge rst_n) begin
        if (!rst_n) begin
            timestamp <= '0;
        end else if (cfg_enable) begin
            timestamp <= timestamp + 1'b1;
        end
    end
    assign latency_delta = latency_end - latency_start;
    assign bin_idx = latency_delta[BIN_SHIFT +: BIN_ADDR_WIDTH];
    assign bin_overflow = (latency_delta >= MAX_BIN_LATENCY);
    always_ff @(posedge clk or negedge rst_n) begin
        if (!rst_n) begin
            sample_valid_d1 <= 1'b0;
            bin_idx_d1      <= '0;
            overflow_d1     <= 1'b0;
            latency_d1      <= '0;
        end else begin
            sample_valid_d1 <= latency_valid && cfg_enable;
            bin_idx_d1      <= bin_idx;
            overflow_d1     <= bin_overflow;
            latency_d1      <= latency_delta;
        end
    end
    always_ff @(posedge clk or negedge rst_n) begin
        if (!rst_n) begin
            for (int i = 0; i < HIST_BINS; i++) begin
                hist_mem[i] <= '0;
            end
        end else if (cfg_hist_clear) begin
            for (int i = 0; i < HIST_BINS; i++) begin
                hist_mem[i] <= '0;
            end
        end else if (sample_valid_d1 && !overflow_d1) begin
            if (hist_mem[bin_idx_d1] < {HIST_WIDTH{1'b1}}) begin
                hist_mem[bin_idx_d1] <= hist_mem[bin_idx_d1] + 1'b1;
            end
        end
    end
    always_ff @(posedge clk) begin
        if (hist_rd) begin
            hist_data <= hist_mem[hist_addr];
        end
    end
    always_ff @(posedge clk or negedge rst_n) begin
        if (!rst_n) begin
            stat_samples     <= '0;
            stat_overflow    <= '0;
            stat_min_latency <= {COUNTER_WIDTH{1'b1}};   
            stat_max_latency <= '0;
            stat_sum_latency <= '0;
        end else if (cfg_hist_clear) begin
            stat_samples     <= '0;
            stat_overflow    <= '0;
            stat_min_latency <= {COUNTER_WIDTH{1'b1}};
            stat_max_latency <= '0;
            stat_sum_latency <= '0;
        end else if (sample_valid_d1) begin
            stat_samples <= stat_samples + 1'b1;
            if (overflow_d1) begin
                stat_overflow <= stat_overflow + 1'b1;
            end
            if (latency_d1 < stat_min_latency) begin
                stat_min_latency <= latency_d1;
            end
            if (latency_d1 > stat_max_latency) begin
                stat_max_latency <= latency_d1;
            end
            stat_sum_latency <= stat_sum_latency + latency_d1;
        end
    end
endmodule : timestamp_counter
==> impl_metrics.yaml <==
# flow metrics
run_status:
  status: "aborted with a tool error"
  lastStage: "global routing"
  error_message: "[ERROR GRT-0116] Global routing finished with congestion. Check the congestion regions in the DRC Viewer."
yosys:
  synth.area.top_cells: "dfrtp_1 49%, a22oi_1 6.4%, a22o_1 5.8%"
  ys_chip_area_um2: 435000
  synthCells: 41200
  ys_ff: 8610
  synth.top_cell.area_share_pct: 48.9
  ys_cells: 41200
  ys_types: 109
  synth_area_um2: 435000
  largest_area_cell: "dfrtp_1"
  syn_area_per_cell_um2: 10.6
  ys.warnings.count: 2
  synthArstFlopShare_pct: 99.6
  synth-main-ff-cell: "dfrtp_1"
  ys_seq_share_pct: 49.5
  edf_count: 32
floorplanning:
  rows: 342
  fp_util_pct: 50.2
  dieHeight_um: 935
  fp.dieW_um: 935
  io_pins: 494
place:
  place.detailed.hpwl_um: 3710000
  postPlaceCellArea_um2: 472000
  gp_congestion: 2.06
  portBuffers: 493
grt:
  grt_pass1_wl_um: 6580000
  first_global_vias: 515000
  grt_max_degree: 193
  gr-total-overflow: 221000
  grtUsageTotal_pct: 126
clock_tree:
  clock-sinks: 8610
  htreeDepth: 6
  clk_path_buf_depth: 4
  root_buffer: "clkbuf_16"
  cts-buffers-inserted: 897
  postCtsSetupBuffers: 0
  postCtsHoldBufs: 0
  cts_resized: 0
[synthesized netlist by cell type, types with 124 or more instances]
library cell  number
dfrtp_1         8514
nand2_1         4118
a22oi_1         3724
a22o_1          2904
clkbuf_1        2566
mux2_1          2124
nor2_1          1818
o21ai_1         1708
o21ai_0         1605
mux2_2          1595
a221oi_1        1537
nand4_1         1071
buf_2            856
nand3_1          791
a21oi_1          666
buf_4            402
buf_1            384
nor4_1           365
nor3_1           328
mux2i_1          311
o22ai_1          287
inv_1            260
ha_1             257
a21oi_4          231
o31ai_1          195
and3_1           162
xnor2_1          145
a222oi_1         132
a32oi_1          124
[cells by family after synthesis]
| family | Yosys count | share of synthesized area, % |
|---|---|---|
| xor+xnor | 249 | 0.501 |
| buf+inv | 4537 | 4.64 |
| simple gates | 9274 | 9.82 |
| fa+ha+maj | 259 | 0.748 |
| flops | 8610 | 49.5 |
| compound gates | 14200 | 24.3 |
| mux | 4074 | 10.5 |
[per-layer routing]
| metal | GRT overflow | track usage [%] |
|---|---|---|
| met5 | 1468 | 88.9 |
| met4 | 13500 | 98.9 |
| met3 | 14500 | 96.4 |
| met2 | 122000 | 161 |
| met1 | 69500 | 131 |
[metrics by stage]
step | worst slack, ns | cells
global placement | 23.14 | 52900
CTS | 24.31 | 54600
detailed placement | 23.02 | 52900
floorplan | 26.62 | 41200
