File: ./run.sh
#!/bin/bash
# OpenROAD 26Q1-2900-gdf79404cd8, Yosys 0.63+post, stock flow scripts
make -C /OpenROAD-flow-scripts/flow DESIGN_CONFIG=/design/flow/config.mk WORK_HOME=/design/flow/orfs finish
File: ./config.mk
export PLATFORM = sky130hd
export DESIGN_NAME = ingress_filter
export DESIGN_NICKNAME = ingress_filter
export VERILOG_FILES = /design/flow/design.v
export SDC_FILE = /design/flow/constraint.sdc
export NUM_CORES = 4
export LEC_CHECK = 1
export CORE_UTILIZATION = 50
File: ./constraint.sdc
current_design ingress_filter

set clk_period 14.4
set clk_io_pct 0.2

create_clock -name clk0 -period $clk_period [get_ports {clk}]

set non_clock_inputs [all_inputs -no_clocks]
set_input_delay [expr $clk_period * $clk_io_pct] -clock clk0 $non_clock_inputs
set_output_delay [expr $clk_period * $clk_io_pct] -clock clk0 [all_outputs]
File: ./design.v
module ingress_filter #(
    parameter DATA_WIDTH = 64,
    parameter KEEP_WIDTH = 8
)(
    input  logic                    clk,
    input  logic                    rst_n,
    input  logic [DATA_WIDTH-1:0]   s_axis_tdata,
    input  logic [KEEP_WIDTH-1:0]   s_axis_tkeep,
    input  logic                    s_axis_tvalid,
    output logic                    s_axis_tready,
    input  logic                    s_axis_tlast,
    input  logic [47:0]             s_axis_tuser,    
    output logic [DATA_WIDTH-1:0]   m_axis_tdata,
    output logic [KEEP_WIDTH-1:0]   m_axis_tkeep,
    output logic                    m_axis_tvalid,
    input  logic                    m_axis_tready,
    output logic                    m_axis_tlast,
    output logic [47:0]             m_axis_tuser,    
    input  logic [47:0]             cfg_dst_mac,     
    output logic [31:0]             drop_count,
    output logic [31:0]             accept_count
);
logic [47:0] timestamp_counter;
always_ff @(posedge clk or negedge rst_n) begin
    if (!rst_n)
        timestamp_counter <= 48'h0;
    else
        timestamp_counter <= timestamp_counter + 48'd4;   
end
typedef enum logic [1:0] {
    ST_IDLE,
    ST_FORWARD,      
    ST_DROP          
} state_t;
state_t state;
logic [47:0] frame_timestamp;
logic frame_accepted;
logic [47:0] dst_mac;
always_ff @(posedge clk or negedge rst_n) begin
    if (!rst_n) begin
        state           <= ST_IDLE;
        frame_timestamp <= 48'h0;
        frame_accepted  <= 1'b0;
        m_axis_tdata    <= '0;
        m_axis_tkeep    <= '0;
        m_axis_tvalid   <= 1'b0;
        m_axis_tlast    <= 1'b0;
        m_axis_tuser    <= 48'h0;
        drop_count      <= 32'h0;
        accept_count    <= 32'h0;
    end else begin
        case (state)
            ST_IDLE: begin
                m_axis_tvalid <= 1'b0;
                if (s_axis_tvalid) begin
                    dst_mac <= s_axis_tdata[47:0];
                    frame_timestamp <= timestamp_counter;
                    if (s_axis_tdata[47:0] == cfg_dst_mac) begin
                        frame_accepted <= 1'b1;
                        accept_count   <= accept_count + 32'd1;
                        m_axis_tdata  <= s_axis_tdata;
                        m_axis_tkeep  <= s_axis_tkeep;
                        m_axis_tvalid <= 1'b1;
                        m_axis_tlast  <= s_axis_tlast;
                        m_axis_tuser  <= frame_timestamp;
                        state <= s_axis_tlast ? ST_IDLE : ST_FORWARD;
                    end else begin
                        frame_accepted <= 1'b0;
                        drop_count     <= drop_count + 32'd1;
                        state          <= ST_DROP;
                    end
                end
            end
            ST_FORWARD: begin
                if (s_axis_tvalid && m_axis_tready) begin
                    m_axis_tdata  <= s_axis_tdata;
                    m_axis_tkeep  <= s_axis_tkeep;
                    m_axis_tvalid <= 1'b1;
                    m_axis_tlast  <= s_axis_tlast;
                    m_axis_tuser  <= frame_timestamp;   
                    if (s_axis_tlast)
                        state <= ST_IDLE;
                end else if (!m_axis_tready) begin
                    m_axis_tvalid <= 1'b1;
                end
            end
            ST_DROP: begin
                m_axis_tvalid <= 1'b0;
                if (s_axis_tvalid && s_axis_tlast)
                    state <= ST_IDLE;
            end
            default: state <= ST_IDLE;
        endcase
    end
end
assign s_axis_tready = (state == ST_IDLE) || 
                       (state == ST_FORWARD && m_axis_tready) ||
                       (state == ST_DROP);
endmodule
==> impl_metrics.json <==
{
  "start_kind": "primary input",
  "clock_path_buffers": 3,
  "clock_latency_ns": 0.55,
  "ys_sh_adder_pct": 0.305,
  "vias": 8245,
  "grt_start_max_net_pins": 76,
  "max_stage_delay_ns": 0.60,
  "die_h_microns": 159,
  "reg2reg_to": "m_axis_tdata[62]$_DFFE_PN0P_",
  "drv_cap": 0,
  "clk_transition_reported_paths_ns": 0.05,
  "cts_htree_levels": 1,
  "flop_cell": "dfrtp_1",
  "finish.utilization_pct": 68.7,
  "seq_area_frac_synth_pct": 56.8,
  "cpLargestDelayFamily": "buffers and inverters",
  "worstPathArrival_ns": 4.21,
  "cts_buffers": 30,
  "worstPathCellList": "clkdlybuf4s50_1, a21oi_1, nand2_1, clkdlybuf4s50_1",
  "drt_iter0_markers": 509,
  "aoi_share_pct": 0.641,
  "dp_hpwl_microns": 19800,
  "grt_pass1_wl_microns": 47000,
  "drive_above_1_share_pct": 14.4,
  "rr_startpoint": "state[2]$_DFF_PN0_",
  "critPathSlowestCell": "clkdlybuf4s50_1",
  "path_buffers": 2,
  "dieArea_sq_um": 25200,
  "dieWidth_microns": 159,
  "netlist_instances": 975,
  "mux_share_pct": 14.1,
  "routed_wl_microns": 28600,
  "r2r.worst_path.cells": 7,
  "io_buffers": 309,
  "clock_sinks": 279,
  "path_common_cell": "clkdlybuf4s50_1",
  "area_leaders": "dfrtp_1 57%, mux2_4 12%, xor2_1 6.6%, nand2_1 5.1%, xnor2_1 4.4%",
  "syn_area_sq_um": 12300,
  "whs_endpoint": "drop_count[31]$_DFFE_PN0P_",
  "hold_path_depth": 1,
  "hold_class": "reg2reg",
  "vdd_drop_max_uv": 89.0,
  "first_pass_iters": 4,
  "ant_nets": 0,
  "viasPerCell": 5.05,
  "final.period_utilization_pct": 49.2,
  "grt_setup_unrepaired": "no",
  "finalClockSkew_ns": 0.0155,
  "tritoncts": "done",
  "gr-usage-all-layers_pct": 24.8,
  "whs_ns": 0.465,
  "path_class": "in2out",
  "fmax_mhz": 141,
  "r2r_slack_ns": 11.51,
  "core_area_sq_um": 24200,
  "wl_per_cell_microns": 17.5,
  "post-cts-setup-buffers": 0,
  "root_buffer": "clkbuf_16",
  "hp-start": "drop_count[31]$_DFFE_PN0P_",
  "period_needed_ns": 7.09,
  "final_hold_viol_count": 0,
  "worst_pin_slew_ns": 0.821,
  "powerDensity_nw_per_um2": 123,
  "fp-utilization_pct": 50.7,
  "top_area_cell": "dfrtp_1",
  "top_area_share_pct": 56.6,
  "synth-area-yosys_sq_um": 12300,
  "syn_to_final_growth_pct": 35.5,
  "finalMaxSlewViolations": 0,
  "setup_viol": 0,
  "yosys.area_share.simple_pct": 14.3,
  "num_rows": 57,
  "outcome": "complete, no violations",
  "synth.avg_cell_area_sq_um": 12.6,
  "io_pins": 360,
  "globalplace.congestion": 0.895,
  "overflow": 0,
  "top_cell": "dfrtp_1",
  "drc": 0,
  "crit_fanout": 5,
  "crit_path_end_kind": "primary output",
  "grt_pass1_vias": 8268,
  "yosys_warnings": 1,
  "synth.distinct_cells": 41,
  "ys_cells": 975,
  "warnings": 74,
  "totalNegativeSetupSlack_ns": 0,
  "antenna_found_initial": 2,
  "power_leakage_uw": 0.00796,
  "netlist_logic_family_top": "simple AND/OR/NAND/NOR gates",
  "ys_sh_xor_pct": 11.0,
  "synth_flops": 279,
  "synthArstFlopShare_pct": 100,
  "synth-edff-count": 0,
  "slew_headroom_pct": 45.1,
  "cts_resized": 0,
  "common_cells": "278 x dfrtp_1, 167 x nand2_1, 100 x mux2_4",
  "cp.required_ns": 11.52,
  "hold_buffers": 0
}
## sequential cells by signal, summed over array words and instances (netlist names)
register and flops:
m_axis_tvalid 1, m_axis_tkeep 8, accept_count 32, drop_count 32, m_axis_tdata 64, timestamp_counter 46, frame_timestamp 46, m_axis_tlast 1
m_axis_tuser 46, state 3
## per-layer routing
layer	routed length [microns]	GRT usage (%)	part of all wire, %	vias up
met4	696	5.21	2.4	2
met2	12800	35.7	45	206
met3	1900	5.81	6.6	48
met1	13200	40.7	46	4008
met5	9	0	0.031	-
li1	-	-	-	3981
## worst max path at each step
stage             start       endpoint  cells after the start
4_1_cts   m_axis_tready  s_axis_tready                      4
6_report  m_axis_tready  s_axis_tready                      4
5_1_grt   m_axis_tready  s_axis_tready                      4
## worst register-to-register path, delay by kind of cell (launching register included)
family / cells / cell delay (ns)
AND-OR/OR-AND: 2 / 0.36
buffers and inverters: 3 / 1.42
flip-flops: 1 / 0.45
multiplexers: 1 / 0.44
AND/OR/NAND/NOR: 1 / 0.09
## power by group
part           leakage (uW)  total (uW)  switching (uW)  internal, uW
registers           0.00374         913            45.6           867
clock network      0.000509         802             306           496
logic               0.00371         331            87.1           244
total               0.00796        2050             438          1610
## cell usage in the layout (no fill, tap or decap), types with 6 or more instances in the layout
| master | n |
|---|---|
| and3_1 | 23 |
| and4_1 | 8 |
| buf_4 | 11 |
| clkbuf_16 | 30 |
| clkdlybuf4s50_1 | 308 |
| dfrtp_1 | 278 |
| inv_1 | 11 |
| mux2_2 | 20 |
| mux2_4 | 100 |
| nand2_1 | 166 |
| nand3_1 | 27 |
| nand4_1 | 38 |
| nor2_1 | 20 |
| nor3_1 | 14 |
| nor4_1 | 27 |
| nor4b_1 | 6 |
| xnor2_1 | 62 |
| xor2_1 | 92 |
## cell type report
type / count / area, sq um
flip-flops and latches: 279 / 6980
inverters: 11 / 41.3
multi-input cells: 646 / 5000
diodes: 1 / 2.50
clock buffers: 40 / 838
clock inverters: 13 / 206
repair buffers: 320 / 3180
fillers: 1745 / 7590
well taps: 324 / 405
## logic make-up after synthesis
logic type | count (synthesis)
buf+inv | 51
fa+ha+maj | 3
flops | 279
compound gates | 13
xor+xnor | 154
other cells | 1
simple gates | 353
mux | 121
## metrics by stage
stage	area (sq um)	std cells	total power [uW]	setup WS, ns
floorplan	12300	976	1020	8.45
global placement	15600	1580	1260	7.33
detailed placement	15600	1580	1260	7.32
CTS	16700	1633	2070	7.31
global route	16700	1633	2130	7.21
finish	16700	1634	2050	7.31
Power and IR drop assume default switching activity.
