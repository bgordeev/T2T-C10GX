[/design/flow/run.sh]
#!/bin/bash
# OpenROAD 26Q1-2900-gdf79404cd8, Yosys 0.63+post, stock flow scripts
make -C /OpenROAD-flow-scripts/flow DESIGN_CONFIG=/design/flow/config.mk WORK_HOME=/design/flow/orfs finish
[/design/flow/config.mk]
export PLATFORM = sky130hd
export DESIGN_NAME = csr_avalon
export DESIGN_NICKNAME = csr_avalon
export VERILOG_FILES = /design/flow/design.v
export SDC_FILE = /design/flow/constraint.sdc
export NUM_CORES = 4
export LEC_CHECK = 1
export CORE_AREA = 10 10 384 384
export DIE_AREA = 0 0 394 394
[/design/flow/constraint.sdc]
current_design csr_avalon

set clk_period 6.8
set clk_io_pct 0.2

create_clock -name clk0 -period $clk_period [get_ports {clk}]

set non_clock_inputs [all_inputs -no_clocks]
set_input_delay [expr $clk_period * $clk_io_pct] -clock clk0 $non_clock_inputs
set_output_delay [expr $clk_period * $clk_io_pct] -clock clk0 [all_outputs]
[/design/flow/design.v]
import t2t_pkg::*;
module csr_avalon #(
    parameter logic [31:0] BUILD_ID = 32'h20250130   
) (
    input  logic                    clk,
    input  logic                    rst_n,
    input  logic [11:0]             avs_address,       
    input  logic                    avs_read,
    input  logic                    avs_write,
    input  logic [31:0]             avs_writedata,
    input  logic [3:0]              avs_byteenable,
    output logic [31:0]             avs_readdata,
    output logic                    avs_readdatavalid,
    output logic                    avs_waitrequest,
    output logic                    cfg_enable,
    output logic                    cfg_clear_stats,
    output logic                    cfg_gpio_enable,
    output logic [15:0]             cfg_price_band_bps,
    output logic [15:0]             cfg_token_rate,
    output logic signed [31:0]      cfg_position_limit,
    output logic [31:0]             cfg_stale_usec,
    output logic [15:0]             cfg_seq_gap_thr,
    output logic                    cfg_kill,
    output logic [63:0]             symtab_key,
    output logic [9:0]              symtab_idx,
    output logic                    symtab_write,
    output logic                    symtab_commit,
    input  logic                    symtab_ready,
    output logic [63:0]             ring_base_addr,
    output logic [15:0]             ring_length,
    input  logic [15:0]             ring_prod_idx,
    output logic [15:0]             ring_cons_idx_shadow,
    output logic [31:0]             msix_cfg,
    input  logic [31:0]             stat_rx_packets,
    input  logic [31:0]             stat_drops,
    input  logic [31:0]             stat_crc_bad,
    input  logic [31:0]             stat_seq_gaps,
    input  logic [31:0]             stat_accepts,
    input  logic [31:0]             stat_blocks,
    output logic [7:0]              hist_addr,
    output logic                    hist_rd,
    input  logic [31:0]             hist_data,
    input  logic                    hist_valid,
    output logic                    event_log_rd,
    input  logic [63:0]             event_log_data,
    input  logic                    event_log_valid,
    input  logic                    event_log_empty
);
    localparam logic [11:0] ADDR_BUILD_ID        = 12'h000;
    localparam logic [11:0] ADDR_CTRL            = 12'h004;
    localparam logic [11:0] ADDR_PRICE_BAND_BPS  = 12'h008;
    localparam logic [11:0] ADDR_TOKEN_RATE      = 12'h00C;
    localparam logic [11:0] ADDR_POSITION_LIMIT  = 12'h010;
    localparam logic [11:0] ADDR_STALE_USEC      = 12'h014;
    localparam logic [11:0] ADDR_SEQ_GAP_THR     = 12'h018;
    localparam logic [11:0] ADDR_KILL            = 12'h01C;
    localparam logic [11:0] ADDR_SYMTAB_DATA_LO  = 12'h020;
    localparam logic [11:0] ADDR_SYMTAB_DATA_HI  = 12'h024;
    localparam logic [11:0] ADDR_SYMTAB_IDX      = 12'h028;
    localparam logic [11:0] ADDR_SYMTAB_COMMIT   = 12'h040;
    localparam logic [11:0] ADDR_LAT_HIST_BASE   = 12'h100;
    localparam logic [11:0] ADDR_LAT_HIST_END    = 12'h17F;
    localparam logic [11:0] ADDR_DROPS           = 12'h180;
    localparam logic [11:0] ADDR_CRC_BAD         = 12'h184;
    localparam logic [11:0] ADDR_SEQ_GAPS        = 12'h188;
    localparam logic [11:0] ADDR_ACCEPTS         = 12'h18C;
    localparam logic [11:0] ADDR_BLOCKS          = 12'h190;
    localparam logic [11:0] ADDR_RX_PACKETS      = 12'h194;
    localparam logic [11:0] ADDR_EVENT_LOG       = 12'h200;
    localparam logic [11:0] ADDR_RING_BASE_LO    = 12'h300;
    localparam logic [11:0] ADDR_RING_BASE_HI    = 12'h304;
    localparam logic [11:0] ADDR_RING_LEN        = 12'h308;
    localparam logic [11:0] ADDR_PROD_IDX        = 12'h320;
    localparam logic [11:0] ADDR_CONS_IDX_SHADOW = 12'h324;
    localparam logic [11:0] ADDR_MSIX_CFG        = 12'h328;
    logic [31:0] ctrl_reg;
    logic [31:0] price_band_reg;
    logic [31:0] token_rate_reg;
    logic [31:0] position_limit_reg;
    logic [31:0] stale_usec_reg;
    logic [31:0] seq_gap_thr_reg;
    logic [31:0] kill_reg;
    logic [63:0] symtab_data_reg;
    logic [31:0] symtab_idx_reg;
    logic [63:0] ring_base_reg;
    logic [31:0] ring_len_reg;
    logic [31:0] cons_idx_shadow_reg;
    logic [31:0] msix_cfg_reg;
    logic [31:0] rd_data_next;
    logic        rd_valid_next;
    logic        wait_request;
    typedef enum logic [1:0] {
        ACC_IDLE,
        ACC_HIST_WAIT,
        ACC_EVENT_WAIT
    } acc_state_e;
    acc_state_e acc_state;
    assign cfg_enable         = ctrl_reg[0];
    assign cfg_clear_stats    = ctrl_reg[1];
    assign cfg_gpio_enable    = ctrl_reg[2];
    assign cfg_price_band_bps = price_band_reg[15:0];
    assign cfg_token_rate     = token_rate_reg[15:0];
    assign cfg_position_limit = position_limit_reg;
    assign cfg_stale_usec     = stale_usec_reg;
    assign cfg_seq_gap_thr    = seq_gap_thr_reg[15:0];
    assign cfg_kill           = kill_reg[0];
    assign ring_base_addr       = ring_base_reg;
    assign ring_length          = ring_len_reg[15:0];
    assign ring_cons_idx_shadow = cons_idx_shadow_reg[15:0];
    assign msix_cfg             = msix_cfg_reg;
    always_ff @(posedge clk or negedge rst_n) begin
        if (!rst_n) begin
            ctrl_reg           <= 32'h0;
            price_band_reg     <= 32'd500;       
            token_rate_reg     <= 32'd1000;      
            position_limit_reg <= 32'd1000000;   
            stale_usec_reg     <= 32'd100000;    
            seq_gap_thr_reg    <= 32'd100;       
            kill_reg           <= 32'h0;
            symtab_data_reg    <= 64'h0;
            symtab_idx_reg     <= 32'h0;
            ring_base_reg      <= 64'h0;
            ring_len_reg       <= 32'd65536;     
            cons_idx_shadow_reg <= 32'h0;
            msix_cfg_reg       <= 32'h0;
            symtab_write  <= 1'b0;
            symtab_commit <= 1'b0;
        end else begin
            symtab_write  <= 1'b0;
            symtab_commit <= 1'b0;
            if (ctrl_reg[1]) begin
                ctrl_reg[1] <= 1'b0;
            end
            if (avs_write && !wait_request) begin
                case (avs_address)
                    ADDR_CTRL:            ctrl_reg           <= avs_writedata;
                    ADDR_PRICE_BAND_BPS:  price_band_reg     <= avs_writedata;
                    ADDR_TOKEN_RATE:      token_rate_reg     <= avs_writedata;
                    ADDR_POSITION_LIMIT:  position_limit_reg <= avs_writedata;
                    ADDR_STALE_USEC:      stale_usec_reg     <= avs_writedata;
                    ADDR_SEQ_GAP_THR:     seq_gap_thr_reg    <= avs_writedata;
                    ADDR_KILL:            kill_reg           <= avs_writedata;
                    ADDR_SYMTAB_DATA_LO:  symtab_data_reg[31:0]  <= avs_writedata;
                    ADDR_SYMTAB_DATA_HI:  symtab_data_reg[63:32] <= avs_writedata;
                    ADDR_SYMTAB_IDX: begin
                        symtab_idx_reg <= avs_writedata;
                        symtab_write   <= 1'b1;
                    end
                    ADDR_SYMTAB_COMMIT:   symtab_commit      <= avs_writedata[0];
                    ADDR_RING_BASE_LO:    ring_base_reg[31:0]  <= avs_writedata;
                    ADDR_RING_BASE_HI:    ring_base_reg[63:32] <= avs_writedata;
                    ADDR_RING_LEN:        ring_len_reg       <= avs_writedata;
                    ADDR_CONS_IDX_SHADOW: cons_idx_shadow_reg <= avs_writedata;
                    ADDR_MSIX_CFG:        msix_cfg_reg       <= avs_writedata;
                    default: ;   
                endcase
            end
        end
    end
    assign symtab_key = symtab_data_reg;
    assign symtab_idx = symtab_idx_reg[9:0];
    always_ff @(posedge clk or negedge rst_n) begin
        if (!rst_n) begin
            acc_state         <= ACC_IDLE;
            avs_readdata      <= '0;
            avs_readdatavalid <= 1'b0;
            hist_rd           <= 1'b0;
            event_log_rd      <= 1'b0;
        end else begin
            avs_readdatavalid <= 1'b0;
            hist_rd           <= 1'b0;
            event_log_rd      <= 1'b0;
            case (acc_state)
                ACC_IDLE: begin
                    if (avs_read) begin
                        if (avs_address >= ADDR_LAT_HIST_BASE && 
                            avs_address <= ADDR_LAT_HIST_END) begin
                            hist_addr <= avs_address[7:0] - ADDR_LAT_HIST_BASE[7:0];
                            hist_rd   <= 1'b1;
                            acc_state <= ACC_HIST_WAIT;
                        end else if (avs_address == ADDR_EVENT_LOG) begin
                            event_log_rd <= 1'b1;
                            acc_state    <= ACC_EVENT_WAIT;
                        end else begin
                            avs_readdata      <= rd_data_next;
                            avs_readdatavalid <= 1'b1;
                        end
                    end
                end
                ACC_HIST_WAIT: begin
                    if (hist_valid) begin
                        avs_readdata      <= hist_data;
                        avs_readdatavalid <= 1'b1;
                        acc_state         <= ACC_IDLE;
                    end
                end
                ACC_EVENT_WAIT: begin
                    if (event_log_valid) begin
                        avs_readdata      <= event_log_data[31:0];   
                        avs_readdatavalid <= 1'b1;
                        acc_state         <= ACC_IDLE;
                    end else if (event_log_empty) begin
                        avs_readdata      <= 32'hFFFFFFFF;   
                        avs_readdatavalid <= 1'b1;
                        acc_state         <= ACC_IDLE;
                    end
                end
            endcase
        end
    end
    always_comb begin
        rd_data_next = 32'h0;
        case (avs_address)
            ADDR_BUILD_ID:        rd_data_next = BUILD_ID;
            ADDR_CTRL:            rd_data_next = ctrl_reg;
            ADDR_PRICE_BAND_BPS:  rd_data_next = price_band_reg;
            ADDR_TOKEN_RATE:      rd_data_next = token_rate_reg;
            ADDR_POSITION_LIMIT:  rd_data_next = position_limit_reg;
            ADDR_STALE_USEC:      rd_data_next = stale_usec_reg;
            ADDR_SEQ_GAP_THR:     rd_data_next = seq_gap_thr_reg;
            ADDR_KILL:            rd_data_next = kill_reg;
            ADDR_SYMTAB_DATA_LO:  rd_data_next = symtab_data_reg[31:0];
            ADDR_SYMTAB_DATA_HI:  rd_data_next = symtab_data_reg[63:32];
            ADDR_SYMTAB_IDX:      rd_data_next = symtab_idx_reg;
            ADDR_SYMTAB_COMMIT:   rd_data_next = {31'b0, symtab_ready};
            ADDR_DROPS:           rd_data_next = stat_drops;
            ADDR_CRC_BAD:         rd_data_next = stat_crc_bad;
            ADDR_SEQ_GAPS:        rd_data_next = stat_seq_gaps;
            ADDR_ACCEPTS:         rd_data_next = stat_accepts;
            ADDR_BLOCKS:          rd_data_next = stat_blocks;
            ADDR_RX_PACKETS:      rd_data_next = stat_rx_packets;
            ADDR_RING_BASE_LO:    rd_data_next = ring_base_reg[31:0];
            ADDR_RING_BASE_HI:    rd_data_next = ring_base_reg[63:32];
            ADDR_RING_LEN:        rd_data_next = ring_len_reg;
            ADDR_PROD_IDX:        rd_data_next = {16'b0, ring_prod_idx};
            ADDR_CONS_IDX_SHADOW: rd_data_next = cons_idx_shadow_reg;
            ADDR_MSIX_CFG:        rd_data_next = msix_cfg_reg;
            default:              rd_data_next = 32'hDEADBEEF;
        endcase
    end
    assign wait_request = (acc_state != ACC_IDLE);
    assign avs_waitrequest = wait_request;
endmodule : csr_avalon
==> impl.org <==
#+TITLE: Synthesis and PnR summary

** Synthesis
- Yosys reports the multiplexer fraction of the synthesized area as 23.2%.
- Seq/Total Area, Yosys :: between 50 and 60%
- Number of distinct library cell variants in the gate-level netlist after synthesis :: approximately 75
- After technology mapping, the gate count stands at 2117.
- Post-synthesis simple-gate area fraction :: 7.02%
- Xor and xnor fraction of the mapped netlist area :: 0.0672%
- After synthesis, the largest family of logic cells by area is multiplexers.
- The share of synthesized area in the top cell type comes to between 40% and 50%.
- Avg Synthesized Cell Area :: roughly 12 sq um
- Post-synth the commonest register cell is dfrtp_1.
- Post-synthesis instance area :: roughly 26000 sq um
- For reference, compound AND-OR and OR-AND cells occupy approximately an eighth of the area reported after synthesis.
- After synthesis, the design contains ~2100 cells according to Yosys.
- Chip area in the Yosys report :: between 20000 and 30000 sq um
- Synth flops :: around 530
- After Yosys synthesis, full adders, half adders and majority gates account for less than 1% of the synthesized area.
- The synthesis report lists the Yosys warning total as 2.
- After synthesis, the cell types taking the most area are dfrtp_1 47%, mux2_2 21%, a22oi_1 4.0%.
- Number of synthesized flops with an enable pin :: 8
- Cell type with the largest total area after synthesis :: dfrtp_1
- Of all flip-flops after synthesis, the portion carrying an async set or reset was 98.5%.

** Hold path
- Worst min path class :: reg -> reg

** Final timing
- Pins over their slew limit in the final report were tallied at 0.
- Setup Viol. Count Final :: 0
- The worst path needs ~5 ns of the cycle, external delays included.
- Transition time of the tightest slew-check pin :: 1.23 ns
- Setup repair after global routing left no endpoint under its margin.
- Number of endpoints with negative hold slack in the final report :: 0
- Maximum clock frequency :: roughly 0.20 GHz
- In the final timing run, aggregate negative setup slack is 0 ns.
- Max-Slew Margin vs Limit :: roughly 18%
- Of the available clock period, the critical path in the final layout requires 74.8%.
- Setup Skew :: about 0.034 ns

** CTS
- Buffers inserted during clock tree synthesis total slightly below 70.
- Clock-pin transition on the worst setup and hold timing paths :: 0.06 ns
- CTS tree :: done
- The root buffer cell chosen for the clock tree is clkbuf_16.
- Total of hold buffers inserted after clock tree synthesis :: 0
- # resized after CTS :: 0
- The clock drives approximately 530 sinks.
- In this run the post-CTS setup repair buffer count came out at 0.
- The clock H-tree reported by CTS has 3 levels.
- Per the skew report, the later register of the worst-skew pair sees a clock latency of about 0.68 ns.
- Worst-case clock buffer depth :: 3

** Drt
- The routed layout has 22600 vias.
- Number of violations reported at the end of detailed-routing iteration 0 :: 1891
- Final routed wire length divided by cell count :: approximately 36 microns
- In the log, the iteration count for the first detailed-route pass is 8.
- Post-route DRC violation count :: 0
- Average via count per standard cell :: between 4 and 5
- The detail route stage leaves a number of antenna-violating nets equal to 0.
- The final layout contains routed wiring with a total length of between 150000 and 200000 microns.

** Layout
- Post-route core utilization :: between 20% and 30%
- In the final layout, the share of cells above drive strength 1 is between 20 and 30%.
- Area growth from synthesis to final layout :: 44.5%

** Global routing
- Maximum number of pins on one net before global-route repair :: between 100 and 150
- The number of global-route vias before repair was around 23000.
- Overall overflow remaining after global route :: 0
- The first global-routing pass estimated around 220000 microns of wire.
- Antenna violations before repair :: 37
- In the global route stage, overall resource usage came out at between 20 and 25%.

** Setup path
- Launching element type of the critical path :: primary input
- CP endpoint kind :: flop
- Required time reported for the critical path endpoint :: roughly 7.3 ns
- Data arrives at the worst endpoint at about 5.6 ns.
- The critical path in this run is classified as in -> reg.
- Largest fanout on the critical path :: 10

** Place
- The placement summary gives the final routability congestion estimate as between 0.9 and 1.
- Placed wire-length estimate :: between 100000 and 150000 microns
- Quantity of I/O buffers inserted on ports :: about 690

** Floorplanning
- In this run the standard cell core region covers 139000 sq um.
- Core Density at Floorplan :: 18.7%
- Measured along the x axis, the die boundary spans approximately 400 microns.
- Height of the die :: roughly 390 microns
- Site row count :: 137
- Die Area :: 155000 sq um
- Number of primary I/O pins :: roughly 720

** Flow run
- OpenROAD warning count :: between 60 and 70
- Max_cap viols :: 0

** Run status
- Result of the run :: finished clean

** Power
- Pwr Density :: 222 nW/um^2
- Peak ir drop on the vdd network :: roughly 0.15 mV
- The power report puts the leakage power at 15.9 nW.
## cells in the mapped netlist (9+ instances only)
cell type    n
nor2_1      51
a2111oi_0    9
buf_4       95
dfrtp_1    490
a31oi_1     22
a22oi_1    140
nand4_1     25
nor3_1      49
mux2i_1     52
clkbuf_1    84
mux2_2     486
nand2_1     95
a22o_1      46
a221o_1     14
a221oi_1    34
a222oi_1    27
and3_1      11
nand3_1     28
o21ai_0     54
o2bb2ai_1   10
a21oi_1     31
buf_2       85
dfstp_2     29
nor3_2      10
## critical path, cell delays in order
cell and delay [ns]:
clkdlybuf4s50_1 0.95, or4_1 0.72, buf_4 0.37, nor3_4 0.14, buf_4 0.31, a222oi_1 0.24
nand3_1 0.10, a2111oi_0 0.98, buf_4 0.31, a21oi_1 0.07
## layer usage
layer | global-route usage [%] | routed length [microns] | vias to the layer above
li1 | - | - | 9342
met1 | 27.8 | 67600 | 11700
met2 | 33.6 | 77700 | 1199
met3 | 7.96 | 16400 | 281
met4 | 6.76 | 6630 | 32
met5 | 0 | 218 | -
## cells in the final DEF (no fill, tap or decap), drive strengths merged, types with 14 or more instances in the layout
| cell | instances |
|---|---|
| a221oi | 37 |
| clkbuf | 100 |
| a31oi | 23 |
| a221o | 14 |
| mux2i | 52 |
| a22oi | 140 |
| buf | 162 |
| nand2 | 95 |
| diode | 14 |
| clkdlybuf4s50 | 683 |
| dfrtp | 490 |
| a22o | 46 |
| a21oi | 31 |
| a222oi | 27 |
| dfstp | 29 |
| nor3 | 62 |
| mux2 | 490 |
| o21ai | 54 |
| nand3 | 28 |
| nor2 | 52 |
| nand4 | 25 |
## where the power goes
| group | switching (W) | internal, W |
|---|---|---|
| clock network | 0.00153 | 0.00225 |
| logic | 0.000687 | 0.000586 |
| registers | 0.0000651 | 0.00326 |
## area by class of cell
cell class	count	area, sq um
Tap cell	1876	2350
Inverter	7	26.3
Multi-Input combinational cell	1315	11600
Clock buffer	100	2040
Clock inverter	27	283
Antenna cell	14	35.0
Timing Repair Buffer	845	8130
Fill cell	14400	102000
Sequential cell	527	13300
## cells by family (layout without fill, tap and decap cells)
logic type / count (synthesis) / after routing
buffers and inverters: 275 / 979
muxes: 542 / 542
AOI/OAI and AO/OA: 442 / 442
DFF: 527 / 527
and+or+nand+nor: 325 / 325
other: 0 / 14
xor gates and xnor gates: 2 / 2
adders and majority gates: 4 / 4
## final timing paths
| path | slack [ns] | endpoint | cells after the start | startpoint |
|---|---|---|---|---|
| hold / removal | 0.48 | avs_readdata[30] | 2 | avs_readdata[30] |
| max in group asynchronous | 4.25 | kill_reg[16] | 3 | rst_n |
| min in group asynchronous | 0.63 | symtab_write | 1 | rst_n |
| hold reg to reg | 0.48 | avs_readdata[30] | 2 | avs_readdata[30] |
| setup reg to reg | 3.55 | avs_readdata[23] | 6 | acc_state[0] |
| setup / recovery | 1.72 | avs_readdata[26] | 10 | avs_address[9] |
## stage by stage
step	hold slack [ns]	cells	cell area (sq um)	worst slack [ns]	total power, W
final	0.482	4711	37700	1.72	0.00838
after global routing	0.519	4700	37600	1.51	0.00870
after CTS	0.484	4697	37600	1.71	0.00849
after detailed placement	0.470	4570	35300	0.975	0.00467
after global placement	0.471	4570	35300	0.921	0.00467
after floorplan	0.426	2117	26100	3.25	0.00383
Power and IR drop assume default switching activity.
